File: /design/flow/run.sh
#!/bin/bash
# OpenROAD 26Q1-2900-gdf79404cd8, Yosys 0.63+post, stock flow scripts
make -C /OpenROAD-flow-scripts/flow DESIGN_CONFIG=/design/flow/config.mk WORK_HOME=/design/flow/orfs finish
File: /design/flow/config.mk
export PLATFORM = sky130hd
export DESIGN_NAME = ucsbece154a_rf
export DESIGN_NICKNAME = ucsbece154a_rf
export VERILOG_FILES = /design/flow/design.v
export SDC_FILE = /design/flow/constraint.sdc
export NUM_CORES = 4
export LEC_CHECK = 1
export CORE_UTILIZATION = 30
File: /design/flow/constraint.sdc
current_design ucsbece154a_rf

set clk_period 6.2
set clk_io_pct 0.2

create_clock -name clk0 -period $clk_period [get_ports {clk}]

set non_clock_inputs [all_inputs -no_clocks]
set_input_delay [expr $clk_period * $clk_io_pct] -clock clk0 $non_clock_inputs
set_output_delay [expr $clk_period * $clk_io_pct] -clock clk0 [all_outputs]
File: /design/flow/design.v
module ucsbece154a_rf (
    input               clk,
    input         [4:0] a1_i, a2_i, a3_i,
    output wire  [31:0] rd1_o, rd2_o,
    input               we3_i,
    input        [31:0] wd3_i
);
reg [31:0] registers[31:0];  
always @ * begin
    registers[0] = 32'b0;  
end
always @ (posedge clk) begin  
    if(we3_i && a3_i !=0)  
        registers[a3_i] <= wd3_i;  
end
assign rd1_o = (a1_i != 0) ? registers[a1_i] : 0;  
assign rd2_o = (a2_i != 0) ? registers[a2_i] : 0;  
endmodule
==> results_slide.txt <==
Synthesis and Place & Route Summary

Outcome
  – Outcome: complete, no violations

Setup path
  – Worst Path Max Fanout: 21
  – Max incr delay on CP: 910 ps
  – Crit-path cells: buf_2 -> nor2b_4 -> and2_2 -> buf_12 -> a22oi_1 -> nand4_1 -> or4_1 -> clkdlybuf4s50_1
  – Worst-path cell with the longest stage delay: nor2b_4
  – Critical Path Start: a1_i[0]
  – Critical path class: in -> out
  – Critical Path RT: 4960 ps
  – Worst path buffer plus inverter count: 3
  – Crit end category: output port
  – CP Launch Type: input port
  – Top delay family on crit path: simple AND/OR/NAND/NOR gates
  – Worst EP arrival: 4680 ps

Synthesis
  – Yosys warnings: 2
  – Synth Instances: 3,062
  – Post-synth ARST share: 0
  – Netlist Area Pre-Place: 0.0441 mm2
  – Synth Area per Inst: 14.4 um2
  – Seq share, synth: 0.676
  – Top_reg_cell synth: edfxtp_1
  – Share of the synthesized area in the top cell type: 0.676
  – Top-count cell post-synth: edfxtp_1
  – Commonest cells post-synth: edfxtp_1, a22oi_1, and3_1, mux2i_1
  – Main area contributors: edfxtp_1, a22oi_1, mux2i_1
  – Synth area leader: edfxtp_1
  – YS chip area: 0.0441 mm2
  – Count of library flops with an enable pin: 992
  – Post-synthesis register bit count: 992
  – Number of distinct library cells after synthesis: 81
  – # Cells Yosys: 3,062

Clocking
  – CTS buffer count: 110
  – CTS tree: yes
  – # Post-CTS Setup Buffers: 0
  – Resized Gates After CTS: 0
  – Post-cts hold buffer count: 0
  – Reg clk slew, reported paths: 60 ps
  – Max Buffers Root-to-Sink: 3
  – Sink Count: 992
  – CTS Root Cell: clkbuf_16
  – Htree depth: 3

Final layout
  – Fill cell count: 13,700
  – Most flop-heavy register: registers
  – Area Overhead vs Synth: 20.9%
  – Non-filler instance count after layout: 5,383
  – Biggest regs: registers: 992 flops
  – Share of layout cells above drive strength 1: 0.187
  – Largest register FFs: 992

Detailed routing
  – Drt drc: 0
  – Vias: 36,000
  – Initial DRT Pass Iterations: 7
  – Post-Route WL: 244,000 um
  – Final ANT Viol Nets: 0
  – Post-DR wirelength/cell: 45.3 um
  – Starting DRT DRC Count: 4,120
  – Vias/cell: 6.68

Power and ir drop
  – Sequential share of power: 0.483
  – LEAKAGE: 18.0 nW
  – Clk network pwr share: 0.439
  – Combinational group share of total power: 0.078
  – Psw: 3.77 mW
  – Peak supply drop: 0.228 mV
  – Net Sw Frac: 0.242
  – Int Power: 11.8 mW
  – Power density cells: 292 mW/mm2

Floorplan
  – Die W: 385 um
  – Die Ht: 385 um
  – # IOs: 113
  – FP Util: 0.302
  – CORE AREA: 0.146 mm2
  – Rows: 140
  – Chip Area: 0.148 mm2

Global route
  – Number of global-route vias before repair: 37,100
  – Remaining Overflow, GRT: 0
  – Antenna violations before repair: 27
  – First-pass GRT wire length: 322,000 um
  – GR Util All Layers: 0.346
  – Largest net degree at the start of global routing: 51

Final timing
  – Peak Freq: 0.169 GHz
  – Fin. max-slew vios: 0
  – Min cycle time layout: 5920 ps
  – Fin. Hold Viols: 0
  – Period Utilization, post-route: 0.955
  – Setup violators final: 0
  – Unrepaired setup endpoints after global routing: no
  – Relative slew margins: 0.276
  – Setup TNS: 0 ps
  – Slew @ Worst Pin: 1080 ps

Placement
  – Gp weighted congestion: 1.07
  – Input/output buffers: 112
  – Dpl hpwl: 157,000 um
  – Placed Cells: 5,154

Flow run
  – Tool warnings: 26
  – Max_cap viols: 0

Hold path
  – Hold_sp: wd3_i[13]
  – Hold Path Class: in -> reg
==> cell families after synthesis <==
logic type / synth area share
multiplexers: 0.0438
AND-OR/OR-AND: 0.148
buffers and inverters: 0.0276
AND/OR/NAND/NOR: 0.105
flip-flops: 0.676
==> power groups by stage <==
stage | sequential [mW] | combinational, mW | clock [mW]
global route | 7.51 | 1.24 | 7.05
finish | 7.51 | 1.22 | 6.82
CTS | 7.51 | 1.17 | 6.82
==> area by class of cell <==
type                    count  area [um2]  share of cell area
diodes                     19        47.5            0.000892
multi-input cells        1825       13600               0.256
clock inverters            83         863              0.0162
well taps                1917        2400              0.0450
inverters                   6        22.5            0.000423
repair buffers            414        3700              0.0695
flip-flops and latches    992       29800               0.559
clock buffers             127        2840              0.0532
==> per-stage QoR <==
step	power (mW)	worst slack (ps)	hold WS (ps)	cell area (um2)	util
3_5_place_dp	8.81	465	2070	49500	0.340
3_3_place_gp	8.82	503	2070	49500	0.340
2_1_floorplan	8.04	1820	1340	44100	-
6_report	15.5	281	1320	53300	0.366
4_1_cts	15.5	491	1310	53200	0.365
5_1_grt	15.8	354	1360	53300	0.365
==> final timing paths <==
| kind | to | cells after the start |
|---|---|---|
| worst min-delay path | registers[31][13] | 2 |
| worst max-delay path | rd1_o[23] | 8 |
==> metal layers <==
metal / up-vias / wire, um / global-route usage
met5: - / 1190 / 0.0617
met4: 64 / 17700 / 0.181
met3: 1020 / 50500 / 0.307
met2: 3862 / 100000 / 0.459
met1: 17500 / 74600 / 0.368
li1: 13500 / - / -
==> cell usage in the layout, fill, tap and decap left out, types with 9 or more instances in the layout <==
cell type,n
nor3_1,9
mux2_2,36
and3_1,199
nor2_4,50
nand2_1,82
a32oi_1,11
nand4_1,120
a22o_1,50
clkinvlp_4,11
bufinv_16,15
diode_2,19
buf_12,28
or3_1,14
a2111oi_0,51
edfxtp_1,992
a22oi_1,547
clkinv_1,26
nor2_1,54
nor3_2,13
clkinv_2,21
nor2_2,10
a21oi_1,40
mux2i_1,150
nand3b_1,11
or4_1,46
clkbuf_16,111
nand3_1,77
o21ai_0,13
buf_4,277
and2_2,13
nor3b_1,9
o22ai_1,43
clkdlybuf4s50_1,102
clkbuf_1,16
Power figures rest on the tool's default switching activity, not on a simulated workload.
