[config.mk]
export PLATFORM = sky130hd
export DESIGN_NAME = ucsbece154a_dmem
export DESIGN_NICKNAME = ucsbece154a_dmem
export VERILOG_FILES = /design/flow/design.v
export SDC_FILE = /design/flow/constraint.sdc
export NUM_CORES = 4
export LEC_CHECK = 1
export CORE_UTILIZATION = 40
[constraint.sdc]
current_design ucsbece154a_dmem

set clk_period 40.2
set clk_io_pct 0.2

create_clock -name clk0 -period $clk_period [get_ports {clk}]

set non_clock_inputs [all_inputs -no_clocks]
set_input_delay [expr $clk_period * $clk_io_pct] -clock clk0 $non_clock_inputs
set_output_delay [expr $clk_period * $clk_io_pct] -clock clk0 [all_outputs]
[design.v]
module ucsbece154a_dmem (
    input               clk, we_i,
    input        [31:0] a_i,  
    input        [31:0] wd_i,  
    output wire  [31:0] rd_o  
);
    reg [31:0] RAM [63:0];  
    assign rd_o = RAM[a_i[7:2]];  
    always @ (posedge clk)  
    begin
        if (we_i)  
            RAM[a_i[7:2]] <= wd_i;  
    end 
endmodule
[run.sh]
#!/bin/bash
# OpenROAD 26Q1-2900-gdf79404cd8, Yosys 0.63+post, stock flow scripts
make -C /OpenROAD-flow-scripts/flow DESIGN_CONFIG=/design/flow/config.mk WORK_HOME=/design/flow/orfs finish
==> metrics.sh <==
RUN_STATUS='finished, final reports clean'
FIRST_GLOBAL_VIAS=43896
ROW_COUNT=162
TIMING.CRITICAL_PATH.TO_TYPE='primary output'
ROUTEDWLPERCELL_UM=29.12
MAX_SLEW_MARGIN_PCT=36.32
WORST_SLACK_NS=18.70
POSTCTSRESIZEDCELLS=0
PLACE_HPWL_UM=113300
GLOBALROUTE.TOTALOVERFLOW=0
CRITPATHARRIVALTIME_NS=13.46
TRITONCTS='done'
POSTSYNTHCELLCOUNT=4207
TALLY_OF_OPENROAD_WARNINGS=52
EDF_COUNT=2048
DETAILEDROUTE.FIRSTPASSITERATIONCOUNT=6
SYNTH_CELL_TYPE_COUNT=55
TOTALPOWERFINAL_mW=4.387
VIAS=41415
TRACK_USAGE_PCT=22.93
ROOT_BUFFER='sky130_fd_sc_hd__clkbuf_16'
COREAREA_MM2=0.1946
SYNTH.AVG_CELL_AREA_UM2=18.61
FINALCRITICALPERIOD_NS=21.50
DRV_CAP=0
POST-ROUTE-DRC-COUNT=0
HOLD_VIOL=0
POWER_DENSITY_mW_PER_MM2=49.27
LARGEST_REGISTER_FFS=2048
IRDROPWORSTVDD_mV=0.04441
GLOBALPLACE.CONGESTION=0.8659
YS_CELLS=4207
IOPINCOUNT=98
SYNTH.FF_LATCH_COUNT=2048
CTSHOLDBUFFERS=0
WORST_SLEW_PIN_TRAN_NS=0.9529
SYNTHTOLAYOUTAREAGROWTH_PCT=13.74
LOGIC_AREA_MM2=0.01608
ROUTED_WL_UM=206300
REQUIRED_TIME_WORST_ENDPOINT_NS=32.16
INITIAL_CORE_UTIL_PCT=40.23
FIN_UTIL_PCT=45.76
SYNTH_TOP_FLOP_CELL='sky130_fd_sc_hd__edfxtp_1'
RSZ0062_AT_GRT='no'
SETUP-VIOLATIONS-FINAL=0
ANTENNA_FOUND_INITIAL=3
LAYOUT_TOP_CELLS_EXCL_FILL_TAP='2048 x sky130_fd_sc_hd__edfxtp_1, 259 x sky130_fd_sc_hd__mux2i_1, 203 x sky130_fd_sc_hd__clkbuf_16'
YOSYSWARNINGCOUNT=1
DRTANTENNAVIOLNETS=0
SETUP.WORST_PATH.CLASS='input port to primary output'
DIE_AREA_MM2=0.1975
FINAL_LAYOUT_SIZE_SUFFIX_GT1_SHARE_PCT=18.12
SYNTH.CELL_AREA_MM2=0.07829
HOLD_PATH.CLASS='input port to flip-flop'
H-TREE-DEPTH=4
GRT_MAX_DEGREE=95
YOSYS.STAT.CHIPAREA_MM2=0.07829
CRIT_PATH_START_KIND='input port'
VIA_COUNT_NORMALIZED_BY_INSTANCE_COUNT=5.845
PROPORTION_OF_REGISTER_BITS_WITH_ASYNCHRONOUS_SET_OR_RESET_AFTER_SYNTHESIS_PCT=0
LAYOUT.CELLS.NON_FILLER=7085
DIE-WIDTH_UM=444.4
PORT_BUFFERS=71
N_FILL_CELL=16049
SYNTH.YOSYS.SEQ_AREA_SHARE_PCT=78.56
POST-ROUTE-PERIOD-UTIL_PCT=53.47
PLACE_INST=6715
POST-PLACE-WS_NS=18.70
CTS-ROOT-TO-SINK-BUFFERS=3
DR.FIRST_ITER.DRC_COUNT=2940
DIEHEIGHT_UM=444.4
CTS.SINK_COUNT=2048
TOTAL_LEAKAGE_POWER_nW=28.26
CTS_MADE_BUFFERS=201
CTS.REPORTEDPATHS.CLKPINSLEW_NS=0.06
TNS_NS=0
SLEW_VIOL_FINAL=0
CLOCK.FMAX_MHz=46.52
CRITPATHMAXFANOUT=66
FF_LATCH_AREA_MM2=0.06150
GRT_FIRST_PASS_WIRELENGTH_UM=299500
MOSTFREQUENTLAYOUTCELL='sky130_fd_sc_hd__edfxtp_1'
POST_CTS.REPAIR.SETUP_BUFFERS=0
-- final cells by class --
class / instances / area share (%)
inverters: 2 / 0.01686
clock inverters: 107 / 1.038
flip-flops and latches: 2048 / 69.06
well taps: 2542 / 3.572
diodes: 1 / 0.002810
multi-input cells: 1859 / 18.06
clock buffers: 262 / 5.954
repair buffers: 264 / 2.290
-- Yosys cell counts (15+ instances only) --
| cell type | count | area share [%] |
|---|---|---|
| sky130_fd_sc_hd__edfxtp_1 | 2048 | 79 |
| sky130_fd_sc_hd__mux2i_1 | 259 | 3.3 |
| sky130_fd_sc_hd__a22oi_1 | 188 | 1.8 |
| sky130_fd_sc_hd__a221oi_1 | 175 | 2.0 |
| sky130_fd_sc_hd__clkbuf_1 | 168 | 0.81 |
| sky130_fd_sc_hd__mux2_2 | 147 | 2.1 |
| sky130_fd_sc_hd__nor2_1 | 145 | 0.70 |
| sky130_fd_sc_hd__a21oi_1 | 121 | 0.77 |
| sky130_fd_sc_hd__mux4_2 | 96 | 2.8 |
| sky130_fd_sc_hd__o22ai_1 | 93 | 0.74 |
| sky130_fd_sc_hd__and3_1 | 85 | 0.68 |
| sky130_fd_sc_hd__o21ai_0 | 84 | 0.54 |
| sky130_fd_sc_hd__buf_2 | 83 | 0.53 |
| sky130_fd_sc_hd__o22a_1 | 70 | 0.78 |
| sky130_fd_sc_hd__a22o_1 | 66 | 0.74 |
| sky130_fd_sc_hd__nand3_1 | 54 | 0.35 |
| sky130_fd_sc_hd__a31oi_1 | 43 | 0.34 |
| sky130_fd_sc_hd__buf_1 | 33 | 0.16 |
| sky130_fd_sc_hd__nand2_1 | 28 | 0.13 |
| sky130_fd_sc_hd__nor3_1 | 22 | 0.14 |
| sky130_fd_sc_hd__nand2b_1 | 18 | 0.14 |
| sky130_fd_sc_hd__a211oi_1 | 17 | 0.16 |
| sky130_fd_sc_hd__a222oi_1 | 16 | 0.20 |
| sky130_fd_sc_hd__a2111oi_0 | 15 | 0.17 |
| sky130_fd_sc_hd__a221o_1 | 15 | 0.19 |
| sky130_fd_sc_hd__o2bb2ai_1 | 15 | 0.17 |
| sky130_fd_sc_hd__or4_1 | 15 | 0.14 |
-- stage by stage --
step / cell area (um2) / hold slack [ns]
after floorplan: 78290 / 8.139
after global placement: 82820 / 8.708
after detailed placement: 82820 / 8.724
after CTS: 89040 / 7.813
after global routing: 89040 / 7.866
final: 89050 / 7.855
-- critical path, cell delays in order --
cell                              delay (ns)
sky130_fd_sc_hd__buf_8                  0.39
sky130_fd_sc_hd__buf_4                  0.57
sky130_fd_sc_hd__buf_4                  0.64
sky130_fd_sc_hd__buf_4                  0.65
sky130_fd_sc_hd__buf_4                  0.63
sky130_fd_sc_hd__mux2_2                 0.42
sky130_fd_sc_hd__a21oi_1                0.15
sky130_fd_sc_hd__o221ai_1               0.27
sky130_fd_sc_hd__a221o_1                0.45
sky130_fd_sc_hd__or3_1                  0.53
sky130_fd_sc_hd__clkdlybuf4s50_1        0.49
-- power by group --
group          switching (mW)  internal, mW  leakage (nW)
combinational           0.156        0.0753          6.81
sequential            0.00288          2.36          18.4
clock                   0.783          1.01          3.02
total                   0.942          3.45          28.3
-- final timing paths --
path | start | to | slack [ns] | depth (start not counted)
setup / recovery | a_i[4] | rd_o[30] | 18.70 | 11
hold / removal | wd_i[8] | RAM[49][8] | 7.86 | 2
-- per-layer routing --
| layer | vias to the layer above | wire [um] | track usage [%] |
|---|---|---|---|
| li1 | 17902 | - | - |
| met1 | 20766 | 70580 | 28.71 |
| met2 | 2391 | 96830 | 33.65 |
| met3 | 352 | 31580 | 15.44 |
| met4 | 4 | 7214 | 6.530 |
| met5 | - | 136 | 0.4884 |
-- kinds of logic after synthesis --
kind of cell | after synthesis | share of synthesized area, %
mux | 502 | 8.188
buf+inv | 300 | 1.696
compound gates | 933 | 8.733
flops | 2048 | 78.56
simple gates | 424 | 2.829
Power and IR drop assume default switching activity.
